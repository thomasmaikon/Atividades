==> ./design.v <==
module muxe(entradax,entraday, entradaposicao, saida);
			 input logic [3:0] entradax, entraday;
			 input logic entradaposicao;
          output logic [3:0] saida;
   assign saida = entradaposicao ? entraday : entradax;
endmodule
module muxer(entradax,entraday, entradaposicao, saida);
			input logic [4:0] entradax, entraday;
			input logic entradaposicao;
         output logic [4:0] saida;
   assign saida = entradaposicao ? entraday : entradax;
endmodule
module numero(entrada,saida);
	input logic[4:0] entrada;
	output logic[6:0] saida;
	logic [4:0] c;
	assign c = entrada;
	always @(*) begin 
		case (c)
			0: begin 
				saida = 7'b1000000;
			end
			1: begin 
				saida = 7'b1111001;
			end
			2: begin 
				saida = 7'b0100100;
			end
			3: begin 
				saida = 7'b0110000;
			end
			4: begin 
				saida = 7'b0011001;
			end
			5: begin 
				saida = 7'b0010010;
			end
			6: begin 
				saida = 7'b0000010;
			end
			7: begin 
				saida = 7'b1111000;
			end
			8: begin 
				saida = 7'b0000000;
			end
			9: begin 
				saida = 7'b0011000;
			end
			default: begin
				saida = 7'b0111111;
			end
		endcase
	end
endmodule
module part2(SW,HEX0,HEX1);
	input logic [4:0] SW;
	output logic[6:0] HEX0,HEX1;
	logic [4:0] entrada1,entrada2;
	logic [4:0] fio1,fio2;
	assign entrada1 = SW;
	assign entrada2 = entrada1 - 5'b01010;
	always@(*)begin
		if(entrada1 > 9)begin
			fio2 = 5'b00001;
		end else begin
			fio2 = 5'b00000;
		end
	end
	 muxer m1(
		.entradax(entrada1),
		.entraday(entrada2),
		.entradaposicao(fio2),
		.saida(fio1)
	 );
	numero v0(
		.entrada(fio1),
		.saida(HEX0)
	);
	numero v1(
		.entrada(fio2),
		.saida(HEX1)
	);
endmodule
module part3(LEDR,SW);
	input logic[8:0] SW;
	output logic[4:0] LEDR;
	logic out1,out2,out3,out4;
	logic [3:0] a,b;
	assign a = SW[3:0];
	assign b = SW[7:4];
	somador s1(
			.A(a[0]),
			.B(b[0]),
			.Cin(SW[8]),
			.Saida(LEDR[0]),
			.Cout(out1)
	);
	somador s2(
			.A(a[1]),
			.B(b[1]),
			.Cin(out1),
			.Saida(LEDR[1]),
			.Cout(out2)
	);
	somador s3(
			.A(a[2]),
			.B(b[2]),
			.Cin(out2),
			.Saida(LEDR[2]),
			.Cout(out3)
	);
	somador s4(
			.A(a[3]),
			.B(b[3]),
			.Cin(out3),
			.Saida(LEDR[3]),
			.Cout(LEDR[4])
	);
endmodule
module part4(SW,HEX0,HEX1,HEX4,HEX5,LEDR);
	input logic[8:0] SW;
	output logic [6:0] HEX0,HEX1,HEX4,HEX5;
	output logic[4:0] LEDR;
	logic [4:0] value;
	part3 p3(
		.LEDR(value),
		.SW(SW)
	);
	part2 p2(
		.SW(value),
		.HEX0(HEX0),
		.HEX1(HEX1)
	);
	numero n0(
		.entrada(SW[3:0]),
		.saida(HEX4)
	);
	numero n1(
		.entrada(SW[7:4]),
		.saida(HEX5)
	);
	assign LEDR = value;
endmodule
module somador(A,B,Cin,Saida,Cout);
	input A,B,Cin;
	output logic Saida, Cout;
	logic result1;
	xore Xor1(
		.x1(A),
		.x2(B),
		.saida(result1)
	);
	xore Xor2(
		.x1(Cin),
		.x2(result1),
		.saida(Saida)
	);
	muxe mx(
		.entradax(B),
		.entraday(Cin),
		.entradaposicao(result1),
		.saida(Cout)
	);
endmodule
module xore(x1,x2,saida);
		input logic x1,x2;
		output logic saida;
		assign saida = x1 ^ x2;
endmodule
==> ./run.sh <==
#!/bin/bash
# OpenROAD 26Q1-2900-gdf79404cd8, Yosys 0.63+post, stock flow scripts
make -C /OpenROAD-flow-scripts/flow DESIGN_CONFIG=/design/flow/config.mk WORK_HOME=/design/flow/orfs finish
==> ./config.mk <==
export PLATFORM = sky130hd
export DESIGN_NAME = part4
export DESIGN_NICKNAME = part4
export VERILOG_FILES = /design/flow/design.v
export SDC_FILE = /design/flow/constraint.sdc
export NUM_CORES = 4
export LEC_CHECK = 1
export CORE_AREA = 10 10 80 80
export DIE_AREA = 0 0 90 90
==> ./constraint.sdc <==
current_design part4

set clk_period 8.4
set clk_io_pct 0.2

create_clock -name clk0 -period $clk_period

set non_clock_inputs [all_inputs -no_clocks]
set_input_delay [expr $clk_period * $clk_io_pct] -clock clk0 $non_clock_inputs
set_output_delay [expr $clk_period * $clk_io_pct] -clock clk0 [all_outputs]
==> metrics.csv <==
stage,metric,value,unit
status,status,finished clean,
min_path,worst hold path class,input pin to output pin,
grt,largest net degree at the start of global routing,18,
critical_path,CP max FO,16,
final_timing,setup TNS,0,ns
detailed_routing,drt via density,4.21,
die,die span in x,90,microns
die,die height,90,microns
detailed_routing,DR iter-0 viols,30,
die,total die area,8100,sq um
clock_network,hold-fix buffers at CTS,0,
yosys,top cells by count,"o21ai_0 (27), ha_1 (16), inv_1 (14), nand2_1 (13), nor2_1 (13)",
yosys,Synth warnings,8,
yosys,Post-Synthesis Cells,160,
critical_path,crit start category,input pin,
detailed_routing,DR WL/cell,11.0,microns
yosys,Cell Type Count,42,
final_timing,ratio of final minimum period to clock period,81.7,%
yosys,Syn Area/Cell,6.74,sq um
yosys,"top cells, area","ha_1 (19%), o21ai_0 (13%), buf_4 (7.7%)",
layout,P&R area growth vs syn,30.5,%
final_timing,Slew HR,62.6,%
yosys,mapped cell area,1080,sq um
yosys,Yosys chip area,1080,sq um
final_timing,upper clock frequency limit,0.146,GHz
grt,initial antenna violation count,0,
detailed_routing,Post-Route WL,2710,microns
layout,Finished Layout Cells,245,
min_path,Worst Hold Launch,SW[0],
die,I/O Pins,42,
die,total core area,4720,sq um
grt,first-pass GRT wire length,4710,microns
grt,GR Util All Layers,6.50,%
detailed_routing,via count,1031,
power_and_ir_drop,power per cell area,120,nW/um^2
layout,fillers,542,
placement,Routability Congestion,0.802,
final_timing,Final Hold Viols,0,
layout,CLK BUF,0,
layout,num sequential,0,
grt,grt ovf,0,
critical_path,crit path capture type,output pin,
critical_path,CP Data Required Time,6.72,ns
critical_path,Setup crit start,SW[2],
critical_path,Setup CP Type,input pin to output pin,
final_timing,RSZ-0062 raised after global routing,false,
final_timing,Worst-Margin Slew,0.560,ns
job,Tool Warnings,44,
final_timing,Hold WS,4.53,ns
layout,Register Area,0,sq um
detailed_routing,final antenna-violating net count,0,
yosys,Synth top cell by count,o21ai_0,
die,pre-placement core utilization,22.8,%
placement,port bufs,39,
final_timing,Final Critical Period,6.86,ns
clock_network,"Gates resized, CTS repair",0,
yosys,post-synth top area cell,ha_1,
final_timing,setup violators final,0,
clock_network,Post-CTS Setup Repair Bufs,0,
yosys,top area contributor share,18.6,%
placement,dpl cells,245,
yosys,"Seq/Total Area, Yosys",0,%
final_timing,"Slew Viols, Final",0,
detailed_routing,DR pass1 iterations,4,
job,Max-Cap Viols,0,
power_and_ir_drop,Static Leak,0.611,nW
critical_path,"Data arrival, critical path",5.18,ns
power_and_ir_drop,Power Total,0.169,mW
yosys,yosys stat cell total,160,
grt,vias in the first global route,969,
detailed_routing,DRC,0,
detailed_routing,number of diodes,0,
power_and_ir_drop,Worst VDD drop,0.0424,mV
layout,Gate Area,877,sq um
layout,share of layout cells above drive strength 1,6.74,%
die,Row Count,25,
placement,dpl hpwl,2230,microns
-- layout by cell type (no fill, tap or decap), types with 2 or more instances in the layout --
cell type / count
clkdlybuf4s50_1: 39
o21ai_0: 27
ha_1: 16
inv_1: 14
nand2_1: 13
nor2_1: 13
a21oi_1: 9
xnor2_1: 5
mux2i_1: 4
nor4_1: 3
nand2b_1: 3
conb_1: 3
xnor2_2: 2
nand3_1: 2
-- where the power goes --
group          switching [mW]  internal [mW]  leakage, nW
registers                   0              0            0
logic                  0.0716         0.0976        0.611
clock network               0              0            0
-- cells by family (layout without fill, tap and decap cells) --
| kind of cell | Yosys count | count (layout) | synth area share (%) |
|---|---|---|---|
| and+or+nand+nor | 39 | 39 | 16.9 |
| other | 2 | 3 | 0.696 |
| muxes | 5 | 5 | 5.10 |
| adders and majority gates | 17 | 17 | 19.8 |
| AOI/OAI and AO/OA | 52 | 52 | 30.5 |
| xor gates and xnor gates | 8 | 8 | 7.89 |
| buffers and inverters | 37 | 54 | 19.0 |
-- routing by layer --
metal  up-vias  routed length, microns  GRT usage, %
met1       432                    1360          8.91
met5         -                       0             0
met3         0                     238          2.35
met2        25                    1110          10.2
li1        574                       -             -
met4         0                       0             0
-- cell type report --
class	instances	area share (%)
inverter	15	4.00
multi-input combinational	124	62.3
tap	67	5.96
timing repair buffer	39	27.7
-- critical path, stage by stage --
cell and delay, ns:
clkdlybuf4s50_1 0.78, xnor2_1 0.16, xnor2_1 0.44, ha_1 0.33
nor2_1 0.07, nand3_1 0.14, nand3_1 0.14, a2bb2oi_2 0.27
inv_1 0.14, ha_1 0.20, nor4_1 0.34, a21oi_1 0.07
clkdlybuf4s50_1 0.42
-- worst paths after layout --
check | to | slack (ns) | depth (start not counted)
hold / removal | HEX4[4] | 4.53 | 4
setup / recovery | HEX0[0] | 1.54 | 13
-- metrics by stage --
step                setup slack [ns]  instance area [sq um]  utilization [%]
CTS                             1.52                   1410             29.8
detailed placement              1.53                   1410             29.8
global placement                1.62                   1410             29.8
finish                          1.54                   1410             29.8
global route                    1.07                   1410             29.8
floorplan                       2.88                   1080                -
No activity file was given, so power comes from the tool's default toggle rates.
