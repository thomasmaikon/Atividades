### /design/flow/design.v
module char7seg(entrada,saida);
	input logic[4:0] entrada;
	output logic[6:0] saida;
	logic [4:0] c;
	assign c = entrada;
	always @(*) begin 
		case (c)
			0: begin 
				saida = 7'b1000000;
			end
			1: begin 
				saida = 7'b1111001;
			end
			2: begin 
				saida = 7'b0100100;
			end
			3: begin 
				saida = 7'b0110000;
			end
			4: begin 
				saida = 7'b0011001;
			end
			5: begin 
				saida = 7'b0010010;
			end
			6: begin 
				saida = 7'b0000010;
			end
			7: begin 
				saida = 7'b1111000;
			end
			8: begin 
				saida = 7'b0000000;
			end
			9: begin 
				saida = 7'b0011000;
			end
			default: begin
				saida = 7'b0111111;
			end
		endcase
	end
endmodule
module part5(SW, HEX0,HEX1,HEX4,HEX5);
 input logic [8:0] SW;
 output logic [6:0] HEX0,HEX1,HEX4,HEX5;
 logic [4:0] A, B, Cin, Cout, Excesso, S0, S1, Soma;
 assign A = SW[3:0];
 assign B = SW[7:4];
 assign Cin = SW[8:8];
 assign Soma = (A + B) + Cin;
 assign S0 = Soma - Excesso;
 assign S1 = Cout;
 always @(*) begin
	if (Soma > 9) begin
		Excesso = 10;
		Cout = 1;
	end else begin
		Excesso = 0;
		Cout = 0;
	end
 end 
	char7seg n1(
		.entrada(S0),
		.saida(HEX0)
	);
	char7seg n2(
		.entrada(S1),
		.saida(HEX1)
	);
	char7seg n3(
		.entrada(A),
		.saida(HEX4)
	);
	char7seg n4(
		.entrada(B),
		.saida(HEX5)
	);
endmodule 
### /design/flow/run.sh
#!/bin/bash
# OpenROAD 26Q1-2900-gdf79404cd8, Yosys 0.63+post, stock flow scripts
make -C /OpenROAD-flow-scripts/flow DESIGN_CONFIG=/design/flow/config.mk WORK_HOME=/design/flow/orfs finish
### /design/flow/config.mk
export PLATFORM = sky130hd
export DESIGN_NAME = part5
export DESIGN_NICKNAME = part5
export VERILOG_FILES = /design/flow/design.v
export SDC_FILE = /design/flow/constraint.sdc
export NUM_CORES = 4
export LEC_CHECK = 1
export CORE_AREA = 10 10 70 70
export DIE_AREA = 0 0 80 80
### /design/flow/constraint.sdc
current_design part5

set clk_period 5.3
set clk_io_pct 0.2

create_clock -name clk0 -period $clk_period

set non_clock_inputs [all_inputs -no_clocks]
set_input_delay [expr $clk_period * $clk_io_pct] -clock clk0 $non_clock_inputs
set_output_delay [expr $clk_period * $clk_io_pct] -clock clk0 [all_outputs]
==> ci_impl_report.md <==
## Implementation flow summary

| Metric | Value |
|---|---|
| Placed cells | `220` |
| Antenna cells | `0` |
| Drt first-iter violations | `19` |
| Pins Over Slew Limit | `0` |
| Required time worst endpoint | `around 4200 ps` |
| Crit-path max FO | `11` |
| Crit Path Class | `primary input to output port` |
| Row Count | `21` |
| Worst endpoint data arrival time | `4140 ps` |
| Tool warnings | `46` |
| Flop area | `0 µm²` |
| DP Area | `1390 µm²` |
| Pleak | `0.679 nW` |
| Final WL | `around 2300 µm` |
| Vias in the first global route | `846` |
| Yosys stat cell total | `132` |
| Layout cell share with drive strength beyond 1 | `20.0%` |
| Fin crit share | `98.1%` |
| Yosys stat area | `around 920 µm²` |
| Die Y | `roughly 80 µm` |
| Final std cells w/o fill | `221` |
| IO Count | `37` |
| Critical Path End Type | `output port` |
| Pin count of the biggest net entering global routing | `15` |
| Cell type with the largest total area | `ha_1` |
| Initial antenna violation count | `0` |
| Finished Cell Area | `1480 µm²` |
| Synth cell count leaders | `o21ai_0, ha_1, inv_1, nor2_1, a21oi_1` |
| Average wire per standard cell | `10.3 µm` |
| Final Hold Viols | `0` |
| Final Power | `~0.37 mW` |
| Fmax | `0.192 GHz` |
| Clkbuf count | `0` |
| Status | `completed` |
| GRT Overall Usage | `about 6.4%` |
| Dominant cell area share | `30.0%` |
| TritonRoute pass-1 iters | `4` |
| Worst hold-check path type | `primary input to output port` |
| Area Growth Syn to Fin | `61.3%` |
| DRC | `0` |
| Post-Syn Area | `918 µm²` |
| Top area cell types | `ha_1, o21ai_0, a21oi_1` |
| RSZ-0062 raised after global routing | `true` |
| DR vias | `around 940` |
| Fin util | `43.4%` |
| First-pass GRT wire length | `around 3600 µm` |
| Synth warn | `2` |
| Avg Inst Size Synth | `around 7.0 µm²` |
| Final ANT Viol Nets | `0` |
| Register area share after synthesis | `0%` |
| Hold-fix buffers, CTS | `0` |
| Cell Pwr Density | `249 nW/µm²` |
| Final setup vio count | `0` |
| Maxcap violations | `0` |
| Max VDD drop | `0.0880 mV` |
| Detailed placement HPWL | `1970 µm` |
| Final Critical Period | `5200 ps` |
| IO Port Bufs | `34` |
| Fp util | `26.9%` |
| Flop Count | `0` |
| Die X | `80 µm` |
| Grt total ovfl | `0` |
| Mapped Cells | `132` |
| Top-count cell post-synth | `o21ai_0` |
| Library cells used by synthesis | `24` |
| Die Size | `6400 µm²` |
| Post-DR vias/cell | `4.25` |
| Gpl congestion | `0.747` |
| Setup crit start kind | `primary input` |
| Area of the core | `3420 µm²` |
through the flow:
stage	hold slack (ps)	worst slack, ps	TNS [ps]
after detailed placement	3260	-433	-2600
after global placement	3270	-403	-2390
after global routing	3210	-19.7	-53.6
final	3150	98.4	0
after floorplan	2190	468	0
after CTS	3170	11.7	0
critical path: stages:
cell,delay [ps]
dlygate4sd2_1,270
fa_2,400
fa_2,380
a21o_4,220
a21oi_4,140
a21bo_2,260
ha_4,170
ha_4,310
mux2_2,340
and3_1,170
clkdlybuf4s50_1,400
layout make-up:
type | instances | area, µm²
fillers | 352 | 1930
inverters | 12 | 45.0
multi-input cells | 110 | 900
well taps | 46 | 57.6
repair buffers | 53 | 479
placed cells by master (no fill, tap or decap):
| cell type | count |
|---|---|
| a21bo_2 | 1 |
| a21boi_4 | 1 |
| a21o_1 | 1 |
| a21o_4 | 1 |
| a21oi_1 | 9 |
| a21oi_4 | 1 |
| a31oi_4 | 1 |
| and3_1 | 3 |
| buf_4 | 19 |
| clkdlybuf4s50_1 | 31 |
| conb_1 | 3 |
| dlygate4sd2_1 | 3 |
| fa_2 | 2 |
| ha_1 | 19 |
| ha_4 | 3 |
| inv_1 | 12 |
| mux2_2 | 1 |
| mux2i_1 | 1 |
| nand2_1 | 8 |
| nand2b_1 | 4 |
| nor2_1 | 11 |
| nor2_4 | 1 |
| o21ai_0 | 28 |
| o21ai_1 | 5 |
| or2_2 | 1 |
| xnor2_1 | 1 |
| xnor2_2 | 2 |
| xnor2_4 | 1 |
| xor2_1 | 1 |
layer usage:
| metal | vias up | global-route usage, % | wire length, µm | part of all wire (%) |
|---|---|---|---|---|
| met2 | 20 | 11.0 | 997 | 44 |
| met4 | 0 | 0 | 0 | 0 |
| met1 | 399 | 8.54 | 1110 | 49 |
| met3 | 0 | 1.48 | 166 | 7.3 |
| li1 | 520 | - | - | - |
| met5 | - | 0 | 0 | 0 |
where the power goes:
part	internal [mW]	leakage (nW)	switching (mW)
Clock	0	0	0
Sequential	0	0	0
Combinational	0.226	0.679	0.143
Total	0.226	0.679	0.143
logic make-up (layout without fill, tap and decap cells):
kind of cell	after synthesis	after routing	share of synthesized area (%)
AOI/OAI and AO/OA	48	48	30.7
and+or+nand+nor	28	28	13.6
adders and majority gates	24	24	34.3
buffers and inverters	23	65	11.9
xor gates and xnor gates	5	5	6.40
other	2	3	0.818
muxes	2	2	2.32
final timing paths:
check,startpoint,end,slack [ps],depth (start not counted)
setup / recovery,SW[0],HEX0[6],100,11
hold / removal,SW[4],HEX5[4],3150,5
timing repair:
item	CTS	global route
endpoints found under the setup margin	7	7
setup buffers	1	0
gates cloned	0	0
pin swaps	4	4
gates resized	11	11
Power and IR drop assume default switching activity.
