[flow/design.v]
module numero(entrada,saida);
	input logic[4:0] entrada;
	output logic[6:0] saida;
	logic [4:0] c;
	assign c = entrada;
	always @(*) begin 
		case (c)
			0: begin 
				saida = 7'b1000000;
			end
			1: begin 
				saida = 7'b1111001;
			end
			2: begin 
				saida = 7'b0100100;
			end
			3: begin 
				saida = 7'b0110000;
			end
			4: begin 
				saida = 7'b0011001;
			end
			5: begin 
				saida = 7'b0010010;
			end
			6: begin 
				saida = 7'b0000010;
			end
			7: begin 
				saida = 7'b1111000;
			end
			8: begin 
				saida = 7'b0000000;
			end
			9: begin 
				saida = 7'b0011000;
			end
			default: begin
				saida = 7'b0111111;
			end
		endcase
	end
endmodule
module exibir(SW,HEX0,HEX1);
	input logic [7:0] SW;
	output logic[6:0] HEX0,HEX1;
	logic [7:0] entrada1;
	logic [7:0] fio1,fio2;
	assign entrada1 = SW;
	assign fio1 = entrada1 % 10; 
	assign fio2 = entrada1 /10;
	numero v0(
		.entrada(fio1),
		.saida(HEX0)
	);
	numero v1(
		.entrada(fio2),
		.saida(HEX1)
	);
endmodule
module clock(clk, en , s );
	input logic  clk ;
	input logic  en ;
	logic [25:0] q;
	output logic [25:0] s ;	
	always_ff @ ( posedge clk)
			if(en)
				begin
					q <= q+1;
				end
	assign s = q;		
endmodule
module parte3(CLOCK_27,HEX0,HEX1);
	output [6:0] HEX0,HEX1;
	logic[25:0] Q;
	logic [7:0]saida;
	input CLOCK_27;
	clock clk1(
				.clk(CLOCK_27),
				.en(1),
				.s(Q)
	);
	clock clk2 (
			.clk(CLOCK_27),
				.en(&Q),
				.s(saida)
	);
	exibir ex(
		.SW(saida),
		.HEX0(HEX0),
		.HEX1(HEX1)
	);
endmodule
[flow/run.sh]
#!/bin/bash
# OpenROAD 26Q1-2900-gdf79404cd8, Yosys 0.63+post, stock flow scripts
make -C /OpenROAD-flow-scripts/flow DESIGN_CONFIG=/design/flow/config.mk WORK_HOME=/design/flow/orfs finish
[flow/config.mk]
export PLATFORM = sky130hd
export DESIGN_NAME = parte3
export DESIGN_NICKNAME = parte3
export VERILOG_FILES = /design/flow/design.v
export SDC_FILE = /design/flow/constraint.sdc
export NUM_CORES = 4
export LEC_CHECK = 1
export CORE_UTILIZATION = 30
[flow/constraint.sdc]
current_design parte3

set clk_period 7.3
set clk_io_pct 0.2

create_clock -name clk0 -period $clk_period [get_ports {CLOCK_27}]

set non_clock_inputs [all_inputs -no_clocks]
set_input_delay [expr $clk_period * $clk_io_pct] -clock clk0 $non_clock_inputs
set_output_delay [expr $clk_period * $clk_io_pct] -clock clk0 [all_outputs]
==> results.env <==
FINALCLOCKPERIODUSAGE=0.949
CLK_SKEW_NS=0.00511
CORE_OUTLINE_AREA_MM2=0.00924
CTS_SINKS=34
AREA_GROWTH_PCT=11.9
POST_ROUTE_SETUP_TNS_NS=0
SYN-MEAN-INSTANCE-AREA_UM2=8.34
FMAXACHIEVABLE_GHz=0.144
TIMING.CRITICAL_PATH.ARRIVAL_NS=5.47
SYNTH-EDFF-COUNT=8
CTS_TREE='built'
DRCVIOLATIONCOUNT=0
NUM_VIAS=2434
LAYOUT.CELLS.MOST_COMMON_LIST='sky130_fd_sc_hd__nand2_1, sky130_fd_sc_hd__nor2_1, sky130_fd_sc_hd__dfxtp_1'
WIRELENGTH_PER_CELL_UM=11.2
SYNTHFLOPTYPE='sky130_fd_sc_hd__dfxtp_1'
POWER_uW=316
PLACE.DETAILED.HPWL_UM=4020
PORT-BUFFER-COUNT=14
SYNTH.LIB_CELLS_USED.DISTINCT=75
MAX_CAP_VIOL_COUNT=0
DRT-INITIAL-DRC-COUNT=192
SETUP_SLACK_REG_TO_REG_NS=5.17
CLKTRANSATPATHREGS_NS=0.06
SLEW_HEADROOM=0.415
COMBGATEAREA_MM2=0.00193
DIEHEIGHT_UM=99.8
DPL.CELL_COUNT=475
NUMCTSBUFFERS=5
SETUP.WORST_PATH.END_CLASS='output pin'
ROUTE.ANTENNA.DIODE_COUNT=0
WORST_MIN_DELAY_PATH_ENDPOINT='clk1.q[0]$_DFF_P_'
YS_AREA_MM2=0.00287
FLIP_FLOP_AND_LATCH_AREA_UM2=761
NUMSYNTHFLOPS=34
DRT_WL_TOTAL_UM=5440
YOSYSWARNINGCOUNT=6
CTS_HOLD_REPAIR.BUFFERS=0
SYNTH_SEQ_SHARE=0.265
MOSTFREQUENTLAYOUTCELL='sky130_fd_sc_hd__nand2_1'
RUN_STATUS='finished, final reports clean'
MAX-VDD-IR-DROP_mV=0.113
POSTROUTEANTENNANETS=0
POST-ROUTE-CELL-AREA_MM2=0.00321
INSERTION_DELAY_NS=0.27
REPORT.FINAL.SETUP_VIOL=0
HTREEDEPTH=2
GR-USAGE-MET3=0.0127
GR-MAX-USAGE-LAYER='met1'
DETAIL_ROUTE.VIAS_PER_CELL=5.02
GRTUSAGETOTAL=0.116
NFILLCELLS=945
PIN_COUNT_OF_THE_BIGGEST_NET_ENTERING_GLOBAL_ROUTING=24
GRTUSAGEMET2=0.178
PERIOD_NEEDED_NS=6.93
DRTPASS1ITERATIONS=5
GRT_PASS1_VIAS=2071
DRIVE_ABOVE_1_SHARE=0.0899
CRIT_REQUIRED_NS=5.84
POWER.DENSITY_mW_PER_MM2=98.5
CLOCK-ROOT-BUFFER='sky130_fd_sc_hd__clkbuf_8'
TIMING.HOLD.WORST_PATH_DEPTH=1
LARGEST_FANOUT_ON_THE_CRITICAL_PATH=10
TIMING.CRITICAL_PATH.FROM_TYPE='register'
POSTPLACECELLAREA_MM2=0.00311
WORST_MARGIN_SLEW_NS=0.878
INITCOREUTIL=0.310
TIMING.RR.END='clk2.q[3]$_DFFE_PP_'
PLACEMENTROWS=35
FLOORPLAN.IO_PINS=15
HP-START='clk1.q[0]$_DFF_P_'
WIRE_LENGTH_OF_THE_FIRST_GLOBAL_ROUTING_PASS_UM=9610
GLOBAL_ROUTE.OVERFLOW_TOTAL=0
R2R.WORST_PATH.CELLS=8
DIE-AREA_MM2=0.00995
LEAK_PWR_uW=0.00106
GRT.MET1_USAGE=0.185
DIE_W_UM=99.8
TIMING.RR.START='clk1.q[0]$_DFF_P_'
PLACE_CONGESTION=0.903
NUMBER_OF_WARNINGS_THE_TOOLS_REPORTED=36
CELLS_IN_SYNTH_STAT_TXT=344
GRT_ANTENNA_BEFORE_REPAIR=0
HOLD_VIOL_FINAL=0
MAXSLEWVIOLCOUNT=0
CTS_BUFFER_DEPTH=2
SYN-CELL-AREA_MM2=0.00287
HOLDCRITPATHCLASS='reg2reg'
ASYNCSETRESETFLOPFRACSYNTH=0
SYNTHCELLS=344
SETUP_REPAIR_AFTER_GLOBAL_ROUTING_MISSED_ITS_MARGIN='no'
WORST-SETUP-PATH-TYPE='reg2out'
FINISH.CELL_COUNT_WITHOUT_FILLERS=485
[per-layer routing]
layer | share of wire | routed length, um
met5 | 0 | 0
met4 | 0.0057 | 31
met3 | 0.040 | 219
met2 | 0.45 | 2450
met1 | 0.50 | 2740
[worst max-delay path, cell delays in order, from the launching register on]
cell and delay, ns:
sky130_fd_sc_hd__edfxtp_1 0.37, sky130_fd_sc_hd__or2_2 0.36, sky130_fd_sc_hd__ha_1 0.37, sky130_fd_sc_hd__and2b_1 0.35, sky130_fd_sc_hd__a21oi_1 0.10, sky130_fd_sc_hd__or3b_4 0.43
sky130_fd_sc_hd__and3_4 0.22, sky130_fd_sc_hd__o2111ai_1 0.24, sky130_fd_sc_hd__mux2i_2 0.32, sky130_fd_sc_hd__or3b_1 0.44, sky130_fd_sc_hd__nor3b_4 0.26, sky130_fd_sc_hd__xnor2_1 0.21
sky130_fd_sc_hd__inv_1 0.13, sky130_fd_sc_hd__ha_1 0.25, sky130_fd_sc_hd__a21o_1 0.17, sky130_fd_sc_hd__a32o_1 0.20, sky130_fd_sc_hd__o41ai_2 0.26, sky130_fd_sc_hd__clkdlybuf4s50_1 0.50
[synth_stat cells (all sizes together), types with 4 or more instances]
cell,number,share of area
clkbuf,5,0.0065
o21ai,23,0.040
nand2,34,0.045
xnor2,24,0.073
a211oi,5,0.013
o22ai,4,0.0087
and2,6,0.013
nand4,11,0.024
nand2b,9,0.020
ha,15,0.065
nor2,29,0.038
edfxtp,8,0.084
buf,16,0.037
o211ai,4,0.017
nor3,4,0.0070
a32o,4,0.014
xor2,11,0.034
nand3,11,0.019
or3b,4,0.013
dfxtp,26,0.18
a21oi,15,0.026
and3,6,0.015
inv,14,0.018
[kinds of logic (layout without fill, tap and decap cells)]
logic type	Yosys count	count (layout)	share of synthesized area
AND/OR/NAND/NOR	133	133	0.247
XOR/XNOR	35	35	0.107
adder cells (fa/ha/maj)	17	17	0.0724
AND-OR/OR-AND	88	88	0.238
buffers and inverters	35	47	0.0620
multiplexers	2	2	0.00829
flip-flops	34	34	0.265
[flip-flops by register name, indices dropped and copies added, names as in the netlist]
name / flops
clk2.q: 8
clk1.q: 26
[worst max-delay path by stage]
stage	startpoint	end	slack (ns)
6_report	clk2.q[6]$_DFFE_PP_	HEX0[5]	0.37
5_1_grt	clk2.q[6]$_DFFE_PP_	HEX0[5]	0.09
4_1_cts	clk2.q[6]$_DFFE_PP_	HEX0[5]	0.19
[stage by stage]
| stage | setup slack [ns] | util | hold WS (ns) |
|---|---|---|---|
| floorplan | 1.13 | - | 0.370 |
| global placement | 0.640 | 0.337 | 0.381 |
| detailed placement | 0.498 | 0.337 | 0.386 |
| CTS | 0.191 | 0.345 | 0.400 |
| global route | 0.0909 | 0.347 | 0.408 |
| finish | 0.370 | 0.347 | 0.398 |
[timing repair]
item,in CTS,in global routing
gates resized,0,1
hold endpoints to repair,0,0
endpoints found under the setup margin,0,3
setup buffers,0,2
[layout make-up]
cell class	instances	area share
clock buffers	8	0.0250
well taps	129	0.0503
inverters	14	0.0164
multi-input cells	275	0.602
repair buffers	25	0.0694
flip-flops and latches	34	0.237
[report_power, final]
group | switching, uW | total (uW) | leakage, uW | internal [uW]
clock | 57.0 | 125 | 0.0000395 | 67.6
combinational | 0 | 0.000719 | 0.000719 | 0
sequential | 0 | 192 | 0.000302 | 192
Power is estimated from default activity; no workload was simulated.
